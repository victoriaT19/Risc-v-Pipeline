==> /design/flow/constraint.sdc <==
current_design alu

set clk_period 25.9
set clk_io_pct 0.2

create_clock -name clk0 -period $clk_period

set non_clock_inputs [all_inputs -no_clocks]
set_input_delay [expr $clk_period * $clk_io_pct] -clock clk0 $non_clock_inputs
set_output_delay [expr $clk_period * $clk_io_pct] -clock clk0 [all_outputs]
==> /design/flow/config.mk <==
export PLATFORM = sky130hd
export DESIGN_NAME = alu
export DESIGN_NICKNAME = alu
export VERILOG_FILES = /design/flow/design.v
export SDC_FILE = /design/flow/constraint.sdc
export NUM_CORES = 4
export LEC_CHECK = 1
export CORE_UTILIZATION = 50
==> /design/flow/design.v <==
package Pipe_Buf_Reg_PKG;
  typedef struct packed {
    logic [8:0]  Curr_Pc;
    logic [31:0] Curr_Instr;
  } if_id_reg;
  typedef struct packed {
    logic        ALUSrc;
    logic        MemtoReg;
    logic        RegWrite;
    logic        MemRead;
    logic        MemWrite;
    logic [1:0]  ALUOp;
    logic        Branch;
    logic [8:0]  Curr_Pc;
    logic [31:0] RD_One;
    logic [31:0] RD_Two;
    logic [4:0]  RS_One;
    logic [4:0]  RS_Two;
    logic [4:0]  rd;
    logic [31:0] ImmG;
    logic [2:0]  func3;
    logic [6:0]  func7;
    logic [31:0] Curr_Instr;
    logic        JalrSel; 
    logic        Halt;
    logic        RWSel;
  } id_ex_reg;
  typedef struct packed {
    logic        RegWrite;
    logic        MemtoReg;
    logic        MemRead;
    logic        MemWrite;
    logic [31:0] Pc_Imm;
    logic [31:0] Pc_Four;
    logic [31:0] Imm_Out;
    logic [31:0] Alu_Result;
    logic [31:0] RD_Two;
    logic [4:0]  rd;
    logic [2:0]  func3;
    logic [6:0]  func7;
    logic [31:0] Curr_Instr;
    logic        RWSel;
  } ex_mem_reg;
  typedef struct packed {
    logic        RegWrite;
    logic        MemtoReg;
    logic [31:0] Pc_Imm;
    logic [31:0] Pc_Four;
    logic [31:0] Imm_Out;
    logic [31:0] Alu_Result;
    logic [31:0] MemReadData;
    logic [4:0]  rd;
    logic [31:0] Curr_Instr;
    logic        RWSel;
  } mem_wb_reg;
endpackage
`timescale 1ns / 1ps
module alu#(
        parameter DATA_WIDTH = 32,
        parameter OPCODE_LENGTH = 4
        )
        (
        input logic [DATA_WIDTH-1:0]    SrcA,
        input logic [DATA_WIDTH-1:0]    SrcB,
        input logic [OPCODE_LENGTH-1:0]    Operation,
        output logic[DATA_WIDTH-1:0] ALUResult
        );
        always_comb
        begin
            case(Operation)
            4'b0000:         
                    ALUResult = SrcA & SrcB;
            4'b0001:         
                    ALUResult = SrcA | SrcB;
            4'b0010:         
                    ALUResult = SrcA + SrcB;
            4'b0011:         
                    ALUResult = SrcA ^ SrcB;
            4'b0100:         
                    ALUResult = $signed(SrcA) - $signed(SrcB);
	    4'b0101:         
		    ALUResult = (SrcA < SrcB) ? 1 : 0;
	    4'b0110:         
		    ALUResult = SrcA << SrcB[4:0];
	    4'b0111:         
		    ALUResult = SrcA >> SrcB[4:0];
	    4'b1000:         
		    ALUResult = $signed(SrcA) >>> SrcB[4:0];
            4'b1001:        
                    ALUResult = (SrcA == SrcB) ? 1 : 0;
	    4'b1010:        
		    ALUResult = (SrcA != SrcB) ? 1 : 0;
	    4'b1011:        
		    ALUResult = (SrcA < SrcB) ? 1 : 0;
	    4'b1100:        
                    ALUResult = (SrcA >= SrcB) ? 1: 0;
	    4'b1101:  
		    ALUResult = 1;
            default:
                    ALUResult = 0;
            endcase
        end
endmodule
==> /design/flow/run.sh <==
#!/bin/bash
# OpenROAD 26Q1-2900-gdf79404cd8, Yosys 0.63+post, stock flow scripts
make -C /OpenROAD-flow-scripts/flow DESIGN_CONFIG=/design/flow/config.mk WORK_HOME=/design/flow/orfs finish
==> flow_summary_export.csv <==
group,metric,value,unit
outcome,status,"completed",
final_timing,tightestPinTransition,0.936,ns
final_timing,report.final.slew_viol_count,0,
grt,grt_max_degree,72,
power_and_ir_drop,ir_drop,0.0194,mV
final_timing,finalClockPeriodUsage,0.574,
grt,grt_pass1_vias,9766,
yosys,avgSynthCellArea,6.70,um^2
yosys,top_area_frac,0.143,
cells_and_area,n_clock_buffer,0,
drt,routedWlPerCell,25.0,um
drt,post_drt_via_cell_ratio,6.92,
cells_and_area,fin_area,9770,um^2
drt,routed_wl,38900,um
yosys,synthAdderAreaFrac,0.147,
final_timing,setup_ws,11.03,ns
setup_path,critPathTopFamily,"AND-OR/OR-AND gates",
cells_and_area,utilization,0.569,
setup_path,cp_slowest_cell,"clkdlybuf4s50_1",
grt,track_usage,0.440,
cells_and_area,logic_area,7980,um^2
final_timing,timing.fmax,67.3,MHz
cells_and_area,fillers,1754,
setup_path,critPathLaunchType,"primary input",
yosys,top_logic_kind,"AND-OR/OR-AND gates",
worst_hold_path,hp-class,"primary input to primary output",
grt,gr-total-overflow,0,
flow_run,warnings,101,
setup_path,worst-setup-path-type,"primary input to primary output",
floorplan,dieWidth,134,um
floorplan,row_count,48,
yosys,synth_cells,1307,
setup_path,critPathCaptureType,"primary output",
drt,vias,10771,
yosys,yosys_cells,1307,
drt,drtIter0Drc,1517,
final_timing,slew_headroom,0.368,
yosys,largest_area_cell,"ha_1",
clock_tree,post_cts_buffers,0,
yosys,most_common_cell,"nor2_1",
yosys,ys_sh_aoi,0.371,
clock_tree,ctsHoldBuffers,0,
flow_run,maxCapViolations,0,
floorplan,die_area,18000,um^2
setup_path,cp_slowest_stage_delay,0.73,ns
yosys,topCellsByArea,"ha_1 14%, mux4_2 11%, a21oi_1 7.7%, nor2_1 7.7%, o21ai_0 5.7%",
cells_and_area,syn_to_final_growth,11.6,%
placed_design,dpl_cell_area,9770,um^2
yosys,yosysUniqueCellTypes,84,
grt,antenna_found_initial,4,
placed_design,routabilityCongestion,1.07,
setup_path,path_cells,"clkdlybuf4s50_1, inv_1, ha_1, and3_1, and4_1, nand3b_1, a21oi_1, o21bai_1, a2111oi_0, o21ai_1, o21ai_1, o221ai_1, a221o_1, clkdlybuf4s50_1",
drt,ant_nets,0,
yosys,mux_share,0.165,
placed_design,numPortBuffers,100,
yosys,xor_area_frac,0.00900,
yosys,synth_seq_share,0,
clock_tree,cts_resized,0,
final_timing,rsz0062_at_grt,"false",
setup_path,crit_buf_inv,3,
power_and_ir_drop,finalPower,215,uW
floorplan,die_height,134,um
grt,grt_pass1_wl,58600,um
yosys,ys_sh_simple,0.216,
cells_and_area,drive_gt1_frac,0.0811,
cells_and_area,regArea,0,um^2
final_timing,hold_violations,0,
drt,drtPass1Iterations,6,
power_and_ir_drop,p_switching,129,uW
power_and_ir_drop,leakage,4.05,nW
setup_path,cp_data_arrival_time,9.69,ns
power_and_ir_drop,p_int,86.5,uW
yosys,ys_chip_area,8750,um^2
setup_path,worstPathRequired,20.72,ns
final_timing,finalCriticalPeriod,14.87,ns
power_and_ir_drop,sw_frac_of_total,0.598,
yosys,common_cells,"180 x nor2_1, 135 x a21oi_1, 117 x nand2_1",
placed_design,place_ws,11.08,ns
placed_design,post-dp-hpwl,29900,um
cells_and_area,seq_cell_count,0,
floorplan,fp-utilization,0.510,
drt,drc,0,
setup_path,path_max_fanout,13,
yosys,syn_area,8750,um^2
final_timing,tns,0,ns
yosys,yosysWarnings,1,
final_timing,finalSetupViolCount,0,
floorplan,coreArea,17200,um^2
floorplan,io_pins,100,
power_and_ir_drop,power.density,22.1,nW/um^2
placed cells by master, fill, tap and decap left out, types with 17 or more instances in the layout:
master / synthesis / routed
a211oi_1: 28 / 28
a21oi_1: 135 / 135
a221oi_1: 18 / 18
a31oi_1: 18 / 18
buf_4: 11 / 26
clkdlybuf4s50_1: 0 / 95
ha_1: 100 / 100
inv_1: 87 / 87
mux2i_1: 42 / 42
mux4_2: 43 / 43
nand2_1: 117 / 117
nand2b_1: 18 / 18
nand3_1: 18 / 18
nor2_1: 180 / 180
nor3_1: 25 / 23
o211ai_1: 17 / 17
o21ai_0: 100 / 100
o221ai_1: 17 / 17
worst paths after layout:
kind | start | to | slack, ns | depth (start not counted)
worst max-delay path | SrcA[13] | ALUResult[27] | 11.03 | 14
worst min-delay path | SrcB[4] | ALUResult[3] | 11.43 | 5
kinds of logic after synthesis:
kind of cell | count (synthesis)
AOI/OAI and AO/OA | 489
muxes | 90
adders and majority gates | 102
and+or+nand+nor | 425
buffers and inverters | 192
xor gates and xnor gates | 9
layer usage:
metal  up-vias  global-route usage  share of wire
met5         -              0.0139        0.00077
met4         6               0.167          0.046
met3       126               0.184           0.15
met2       764               0.594           0.40
met1      4944               0.623           0.40
li1       4931                   -              -
worst min-delay path: cells and delay by family:
kind | cells | cell delay, ns
AOI/OAI and AO/OA | 2 | 0.29
buffers and inverters | 3 | 0.77
per-stage QoR:
| stage | hold WS, ns | std cells |
|---|---|---|
| 4_1_cts | 11.43 | 1556 |
| 3_5_place_dp | 11.43 | 1556 |
| 3_3_place_gp | 11.40 | 1556 |
| 6_report | 11.43 | 1557 |
| 2_1_floorplan | 10.55 | 1307 |
| 5_1_grt | 11.53 | 1557 |
final cells by class:
type	count	area share
diodes	1	0.000256
multi-input cells	1115	0.816
inverters	92	0.0356
repair buffers	124	0.119
well taps	225	0.0288
Power is estimated from default activity; no workload was simulated.
