==> flow/design.v <==
package Pipe_Buf_Reg_PKG;
  typedef struct packed {
    logic [8:0]  Curr_Pc;
    logic [31:0] Curr_Instr;
  } if_id_reg;
  typedef struct packed {
    logic        ALUSrc;
    logic        MemtoReg;
    logic        RegWrite;
    logic        MemRead;
    logic        MemWrite;
    logic [1:0]  ALUOp;
    logic        Branch;
    logic [8:0]  Curr_Pc;
    logic [31:0] RD_One;
    logic [31:0] RD_Two;
    logic [4:0]  RS_One;
    logic [4:0]  RS_Two;
    logic [4:0]  rd;
    logic [31:0] ImmG;
    logic [2:0]  func3;
    logic [6:0]  func7;
    logic [31:0] Curr_Instr;
    logic        JalrSel; 
    logic        Halt;
    logic        RWSel;
  } id_ex_reg;
  typedef struct packed {
    logic        RegWrite;
    logic        MemtoReg;
    logic        MemRead;
    logic        MemWrite;
    logic [31:0] Pc_Imm;
    logic [31:0] Pc_Four;
    logic [31:0] Imm_Out;
    logic [31:0] Alu_Result;
    logic [31:0] RD_Two;
    logic [4:0]  rd;
    logic [2:0]  func3;
    logic [6:0]  func7;
    logic [31:0] Curr_Instr;
    logic        RWSel;
  } ex_mem_reg;
  typedef struct packed {
    logic        RegWrite;
    logic        MemtoReg;
    logic [31:0] Pc_Imm;
    logic [31:0] Pc_Four;
    logic [31:0] Imm_Out;
    logic [31:0] Alu_Result;
    logic [31:0] MemReadData;
    logic [4:0]  rd;
    logic [31:0] Curr_Instr;
    logic        RWSel;
  } mem_wb_reg;
endpackage
`timescale 1ns / 1ps
module BranchUnit #(
    parameter PC_W = 9
) (
    input logic [PC_W-1:0] Cur_PC,
    input logic [31:0] Imm,
    input logic Branch,
    input logic JalrSel, 
    input logic Halt,
    input logic [31:0] AluResult,
    output logic [31:0] PC_Imm,
    output logic [31:0] PC_Four,
    output logic [31:0] BrPC,
    output logic PcSel
);
  logic Branch_Sel;
  logic [31:0] PC_Full;
  assign PC_Full = {23'b0, Cur_PC};
  assign PC_Imm = (JalrSel) ? AluResult : PC_Full + Imm;
  assign PC_Four = (Halt) ?  PC_Full : PC_Full + 32'b100;
  assign Branch_Sel = (Branch && AluResult[0]) || JalrSel;   
  assign BrPC = (Branch_Sel) ? PC_Imm : ((Halt) ? PC_Full : 32'b0);   
  assign PcSel = Branch_Sel || Halt || JalrSel;   
endmodule
==> flow/run.sh <==
#!/bin/bash
# OpenROAD 26Q1-2900-gdf79404cd8, Yosys 0.63+post, stock flow scripts
make -C /OpenROAD-flow-scripts/flow DESIGN_CONFIG=/design/flow/config.mk WORK_HOME=/design/flow/orfs finish
==> flow/config.mk <==
export PLATFORM = sky130hd
export DESIGN_NAME = BranchUnit
export DESIGN_NICKNAME = BranchUnit
export VERILOG_FILES = /design/flow/design.v
export SDC_FILE = /design/flow/constraint.sdc
export NUM_CORES = 4
export LEC_CHECK = 1
export CORE_UTILIZATION = 30
==> flow/constraint.sdc <==
current_design BranchUnit

set clk_period 8.3
set clk_io_pct 0.2

create_clock -name clk0 -period $clk_period

set non_clock_inputs [all_inputs -no_clocks]
set_input_delay [expr $clk_period * $clk_io_pct] -clock clk0 $non_clock_inputs
set_output_delay [expr $clk_period * $clk_io_pct] -clock clk0 [all_outputs]
==> impl_metrics.toml <==
# synthesis and place-and-route metrics
[worst_setup_path]
crit_path_max_fanout = 6
path_cells = "clkdlybuf4s50_1, ha_1, a21oi_1, nor2_1, nor2b_1, a21oi_1, mux2_1, a211oi_2, clkdlybuf4s50_1"
critical-path-max-stage-delay_ps = 500
timing.critical_path.buf_inv = 2
startpoint_type = "input port"
critical-path-slowest-cell = "sky130_fd_sc_hd__clkdlybuf4s50_1"
path_delay_family = "buffers and inverters"
arrival_ps = 4630
critical_path_class = "input port to output port"
data_required_time_of_the_worst_path_ps = 6640
crit_path_end_kind = "output port"

[synthesis]
synth.yosys.num_cells = 282
post_synth_instance_area_um2 = 2020
ys_sh_xor_pct = 13.9
netlist-cell-type-count = 49
yosys.area.top_type = "sky130_fd_sc_hd__mux2_2"
yosys.stat.seqShare_pct = 0
synthesized_instance_count = 282
netlist.area_leader.share_pct = 11.2
simple_gate_share_pct = 24.5
aoi_share_pct = 29.3
ys_top_cells_by_area = "sky130_fd_sc_hd__mux2_2, sky130_fd_sc_hd__xnor2_1, sky130_fd_sc_hd__buf_4"
syn-mean-instance-area_um2 = 7.16
ys_sh_mux_pct = 12.5
adder_share_pct = 7.81
yosysWarningCount = 0
main_combinational_cell_family_by_area_after_synthesis = "AND-OR/OR-AND gates"
yosys_area_um2 = 2020

[sta]
final_hold_violation_count = 0
setup_viol_count_final = 0
finalSetupTns_ps = 0
unrepaired_setup_endpoints_after_global_routing = "no"
fin_worst_hold_slack_ps = 4170
maxClockFrequency_ghz = 0.159
finalWorstPathRequiredPeriod_ps = 6290
timing.final.max_slew_violations = 0
worst-slew-pin-transition_ps = 862
max-slew-margin-rel_pct = 42.3
min_period_over_period_pct = 75.8

[status]
outcome = "finished, violations left"
violated_checks = "DRC"

[routing]
drt_iter0_markers = 123
met3_wirelength_um = 503
routed_wirelength_um = 7220
routed-wl-met2_um = 3250
number_of_iterations_in_the_first_detailed_routing_pass = 49
wl_per_cell_um = 14.6
route.top_layer_used = "met4"
route.antenna.diode_count = 0
drcViolationCount = 28
wl_met1_um = 3440
via_per_inst = 5.08
routed-via-count = 2520
antenna_violating_nets_post_route = 0

[layout]
flow.area_growth_from_synthesis_pct = 72.7
post-route-util_pct = 54.3
final_layout_size_suffix_gt1_share_pct = 9.55
register_area_um2 = 0
most_instantiated_logic_cell_after_routing = "sky130_fd_sc_hd__clkdlybuf4s50_1"
nClkBuffers = 0
top_layout_cells = "sky130_fd_sc_hd__clkdlybuf4s50_1, sky130_fd_sc_hd__nand2_1, sky130_fd_sc_hd__xnor2_1"
n_sequential_cell = 0
layout.cells.non_filler = 496
area.combinational_um2 = 1860
filler_cell_count = 627

[grt]
grt_usage_pct = 20.1
number_of_antenna_violations_at_the_first_check_in_global_routing = 0
first_pass_grt_wire_length_um = 11600
largest_net_degree_at_the_start_of_global_routing = 49
first_global_vias = 2228
grt.overflow.total = 0

[power]
power-per-cell-area_nw_per_um2 = 55.5
finalPower_mw = 0.193
vdd.ir_drop.worst_v = 0.0000265
leakage_nw = 1.37

[run]
maxCapViolations = 0
openroad.warnings = 32

[min_path]
holdCritPathClass = "input port to output port"

[floorplan]
fp_util_pct = 31.4
floorplan.rows = 29
io-pin-count = 173
die_height_um = 84.0
die_w_um = 84.0
die_area_um2 = 7060
floorplan.core_area_um2 = 6420

[cts]
post_cts_resized = 0
cts_hold_repair.buffers = 0
cts_setup_buffers = 0

[place]
post-dp-hpwl_um = 6060
routabilityCongestion = 0.986
total_instance_count_after_detailed_placement = 496
io_buffer_count = 151
[cell families (layout without fill, tap and decap cells)]
kind of cell / Yosys count / in the layout
mux: 22 / 22
simple gates: 97 / 97
other cells: 1 / 22
buf+inv: 40 / 156
xor+xnor: 32 / 32
compound gates: 78 / 78
fa+ha+maj: 12 / 12
[per-layer routing]
| layer | up-vias | GRT usage (%) |
|---|---|---|
| li1 | 1276 | - |
| met1 | 1152 | 31.8 |
| met2 | 90 | 31.1 |
| met3 | 2 | 1.61 |
| met4 | 0 | 1.10 |
| met5 | - | 0 |
[Yosys cell counts (2+ instances only)]
cell type	instances
sky130_fd_sc_hd__xnor2_1	23
sky130_fd_sc_hd__o21ai_0	17
sky130_fd_sc_hd__a211oi_2	2
sky130_fd_sc_hd__a21oi_1	15
sky130_fd_sc_hd__xor2_1	9
sky130_fd_sc_hd__nand2b_1	2
sky130_fd_sc_hd__buf_4	24
sky130_fd_sc_hd__clkbuf_1	13
sky130_fd_sc_hd__a31oi_1	3
sky130_fd_sc_hd__and2_1	6
sky130_fd_sc_hd__nand2_1	36
sky130_fd_sc_hd__mux2_2	20
sky130_fd_sc_hd__o21a_1	3
sky130_fd_sc_hd__a21o_1	2
sky130_fd_sc_hd__o211ai_2	2
sky130_fd_sc_hd__nor2_2	2
sky130_fd_sc_hd__nand3_1	11
sky130_fd_sc_hd__and4_1	4
sky130_fd_sc_hd__nand4_1	6
sky130_fd_sc_hd__nor2b_1	4
sky130_fd_sc_hd__ha_1	11
sky130_fd_sc_hd__nor2_1	12
sky130_fd_sc_hd__a41o_1	5
sky130_fd_sc_hd__inv_1	2
sky130_fd_sc_hd__o211ai_1	6
sky130_fd_sc_hd__a22o_1	12
sky130_fd_sc_hd__and3_1	8
[worst paths after layout]
kind / from / slack, ps / cells after the start / end
worst max-delay path: Cur_PC[6] / 2010 / 9 / BrPC[19]
worst min-delay path: Cur_PC[0] / 4170 / 2 / PC_Four[0]
[area by class of cell]
cell class	count	share of cell area (%)
well taps	77	2.76
repair buffers	153	43.6
multi-input cells	263	53.3
inverters	3	0.323
[metrics by stage]
step	setup WS, ps	instance area, um2
floorplan	3210	2100
global route	1850	3490
finish	2010	3490
CTS	2060	3490
detailed placement	2070	3490
global placement	2110	3490
[report_power, final]
part | leakage, nW | total, mW | switching (mW) | internal, mW
clock network | 0 | 0 | 0 | 0
logic | 1.37 | 0.193 | 0.0701 | 0.123
registers | 0 | 0 | 0 | 0
Power is estimated from default activity; no workload was simulated.
