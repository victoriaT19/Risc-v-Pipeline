===== /design/flow/design.v =====
package Pipe_Buf_Reg_PKG;
  typedef struct packed {
    logic [8:0]  Curr_Pc;
    logic [31:0] Curr_Instr;
  } if_id_reg;
  typedef struct packed {
    logic        ALUSrc;
    logic        MemtoReg;
    logic        RegWrite;
    logic        MemRead;
    logic        MemWrite;
    logic [1:0]  ALUOp;
    logic        Branch;
    logic [8:0]  Curr_Pc;
    logic [31:0] RD_One;
    logic [31:0] RD_Two;
    logic [4:0]  RS_One;
    logic [4:0]  RS_Two;
    logic [4:0]  rd;
    logic [31:0] ImmG;
    logic [2:0]  func3;
    logic [6:0]  func7;
    logic [31:0] Curr_Instr;
    logic        JalrSel; 
    logic        Halt;
    logic        RWSel;
  } id_ex_reg;
  typedef struct packed {
    logic        RegWrite;
    logic        MemtoReg;
    logic        MemRead;
    logic        MemWrite;
    logic [31:0] Pc_Imm;
    logic [31:0] Pc_Four;
    logic [31:0] Imm_Out;
    logic [31:0] Alu_Result;
    logic [31:0] RD_Two;
    logic [4:0]  rd;
    logic [2:0]  func3;
    logic [6:0]  func7;
    logic [31:0] Curr_Instr;
    logic        RWSel;
  } ex_mem_reg;
  typedef struct packed {
    logic        RegWrite;
    logic        MemtoReg;
    logic [31:0] Pc_Imm;
    logic [31:0] Pc_Four;
    logic [31:0] Imm_Out;
    logic [31:0] Alu_Result;
    logic [31:0] MemReadData;
    logic [4:0]  rd;
    logic [31:0] Curr_Instr;
    logic        RWSel;
  } mem_wb_reg;
endpackage
`timescale 1ns / 1ps
module RegFile #(
    parameter DATA_WIDTH = 32,   
    parameter ADDRESS_WIDTH = 5,   
    parameter NUM_REGS = 32
) (
    input clk,   
    input rst,   
    input rg_wrt_en,   
    input  [ADDRESS_WIDTH-1:0] rg_wrt_dest,  
    input [ADDRESS_WIDTH-1:0] rg_rd_addr1,   
    input [ADDRESS_WIDTH-1:0] rg_rd_addr2,   
    input  [DATA_WIDTH-1:0] rg_wrt_data,  
    output logic [DATA_WIDTH-1:0] rg_rd_data1,   
    output logic [DATA_WIDTH-1:0] rg_rd_data2    
);
  integer i;
  logic [DATA_WIDTH-1:0] register_file[NUM_REGS-1:0];
  always @(negedge clk) begin
    if (rst == 1'b1) for (i = 0; i < NUM_REGS; i = i + 1) register_file[i] <= 0;
    else if (rst == 1'b0 && rg_wrt_en == 1'b1) begin
      register_file[rg_wrt_dest] <= rg_wrt_data;
    end
  end
  assign rg_rd_data1 = register_file[rg_rd_addr1];
  assign rg_rd_data2 = register_file[rg_rd_addr2];
endmodule

===== /design/flow/run.sh =====
#!/bin/bash
# OpenROAD 26Q1-2900-gdf79404cd8, Yosys 0.63+post, stock flow scripts
make -C /OpenROAD-flow-scripts/flow DESIGN_CONFIG=/design/flow/config.mk WORK_HOME=/design/flow/orfs finish

===== /design/flow/config.mk =====
export PLATFORM = sky130hd
export DESIGN_NAME = RegFile
export DESIGN_NICKNAME = RegFile
export VERILOG_FILES = /design/flow/design.v
export SDC_FILE = /design/flow/constraint.sdc
export NUM_CORES = 4
export LEC_CHECK = 1
export CORE_UTILIZATION = 50

===== /design/flow/constraint.sdc =====
current_design RegFile

set clk_period 15.5
set clk_io_pct 0.2

create_clock -name clk0 -period $clk_period [get_ports {clk}]

set non_clock_inputs [all_inputs -no_clocks]
set_input_delay [expr $clk_period * $clk_io_pct] -clock clk0 $non_clock_inputs
set_output_delay [expr $clk_period * $clk_io_pct] -clock clk0 [all_outputs]

==> metrics.cfg <==
[placement]
gp_congestion = 0.8961
pre_cts_slack_ps = 1514
dp_hpwl_mm = 109.4
io_buffers = 113

[routing]
vias = 41800
wire_per_inst_microns = 27.45
first_pass_iters = 6
viasPerCell = 5.802
totalWireLength_mm = 197.8
ant_nets = 0
drc = 0
first_iter_violations = 2919

[global_routing]
grt_pass1_wl_mm = 282.2
grt_max_degree = 91
grtUsageTotal_pct = 38.14
grt-ovfl-total = 0
antenna_found_initial = 6
grt_pass1_vias = 44150

[synthesis]
yosysWarningCount = 1
ys_chip_area_sq_um = 56200
syn_area_sq_um = 56200
numSynthFlops = 1024
synth_area_per_cell_sq_um = 12.11
netlist_instances = 4641
ys_cells = 4641
synth.distinct_cells = 31
yosysSeqAreaShare_pct = 54.72

[cells_and_area]
largest_register = register_file
drive_above_1_share_pct = 7.599
layout_top_cell = inv_1
fillers = 8757
multiInputGateArea_sq_um = 23430
syn2layout_area_growth_pct = 18.76
top_regs = register_file: 1024 flops
lay_top_cells = 1,059 x inv_1, 1,024 x and2_1, 1,024 x mux2i_1, 1,024 x edfxtp_1, 194 x nand2_1
utilization_pct = 60.14
register_area_sq_um = 30750
largest_reg_flops = 1024

[clock_network]
cts_resized = 0
clockBufferDepth = 3
clock_sinks = 1024
cts.htree.levels = 3
cts_tree = done
postCtsHoldBufs = 0
cts_setup_buffers = 0
root_buffer = clkbuf_16
clkSlewWorstSetupHoldPaths_ps = 40
cts_buffers = 120

[setup_path]
arrival_ps = 10570
crit_type = register to output pin
endpoint_kind = output pin
start_kind = register
critPathMaxStageDelay_ps = 580
crit_buf_inv = 1
cp_top_family = simple AND/OR/NAND/NOR gates
cp_data_required_time_ps = 12400
cpMaxStageDelayCell = nor3_1
crit_chain = mux2i_1, a22o_1, nor3_1, a31oi_1, nand3_1, clkdlybuf4s50_1
cp_max_fo = 2

[die]
core_sq_um = 111000
ioPinCount = 114
chipArea_sq_um = 113700
die-height_microns = 337.3
fp_util_pct = 50.64
die_x_microns = 337.3
row_count = 122

[sta]
slew-limit-headroom_pct = 29.95
rsz0062_at_grt = false
timing.setup.tns_ps = 0
worst_pin_slew_ps = 1051
hold_viol = 0
fin_ws_ps = 1830
setup-violations-final = 0
whs_ps = 7383
slew_viol_final = 0

[power]
total_power_mw = 8.148
ir_worst_vdd_v = 0.00008844
pwr_density_cell_nw_per_um2 = 122.1
p_leak_nw = 30.03

[min_path]
hp-class = primary input to output pin

[outcome]
status = finished, final reports clean

[flow_run]
warnings = 1027
cap_violations = 0

-- worst paths after layout --
| kind | slack (ps) | start | cells after the start | end |
|---|---|---|---|---|
| hold / removal | 7380 | rg_rd_addr1[1] | 6 | rg_rd_data1[16] |
| setup / recovery | 1830 | register_file[2][11] | 6 | rg_rd_data1[11] |
-- power breakdown --
group          internal, mW  leakage, nW  switching [mW]
logic                 0.297         12.7           0.512
clock network          2.19         7.57            1.84
registers              3.22         9.74          0.0774
total                  5.71         30.0            2.43
-- per-stage QoR --
step,instance area [sq um],instances
4_1_cts,66730,7199
3_5_place_dp,58690,5954
2_1_floorplan,56200,4641
6_report,66740,7204
3_3_place_gp,58690,5954
5_1_grt,66730,7199
-- cells by family (layout without fill, tap and decap cells) --
family	Yosys count	count (layout)	share of synthesized area [%]
and+or+nand+nor	1568	1568	16.10
muxes	1024	1024	18.24
DFF	1024	1024	54.72
AOI/OAI and AO/OA	576	576	6.982
buffers and inverters	449	1519	3.965
other	0	5	0
-- layer usage --
metal | GRT usage [%] | vias to the layer above | wire, microns | part of all wire [%]
li1 | - | 18940 | - | -
met1 | 48.11 | 20010 | 71340 | 36
met2 | 51.50 | 2402 | 87640 | 44
met3 | 25.63 | 439 | 29410 | 15
met4 | 19.24 | 10 | 9295 | 4.7
met5 | 0.5106 | - | 89 | 0.045
-- final cells by class --
class                      instances  share of cell area (%)
clock buffer                     121                   4.537
sequential                      1024                   46.07
clock inverter                  1125                   7.512
multi-input combinational       3168                   35.11
timing repair buffer             273                   3.959
tap                             1488                   2.790
antenna                            5                 0.01875
-- synthesized netlist by cell type --
| library cell | number | area [sq um] |
|---|---|---|
| inv_1 | 1 | 3.750 |
| nand3b_1 | 3 | 22.52 |
| nand2_1 | 196 | 735.7 |
| a31oi_1 | 64 | 400.4 |
| a22oi_1 | 192 | 1441 |
| or3_4 | 1 | 11.26 |
| nor2_8 | 2 | 40.04 |
| or3b_4 | 2 | 22.52 |
| nand3_2 | 1 | 10.01 |
| mux2i_1 | 1024 | 10250 |
| buf_4 | 83 | 623.1 |
| a21oi_1 | 192 | 960.9 |
| or2_2 | 34 | 212.7 |
| buf_1 | 25 | 93.84 |
| or3_1 | 1 | 6.260 |
| nor2_4 | 6 | 67.56 |
| nand3b_2 | 1 | 11.26 |
| clkbuf_4 | 1 | 7.510 |
| nor3_1 | 64 | 320.3 |
| nand2b_1 | 5 | 31.28 |
| nand3_1 | 193 | 965.9 |
| nor2_1 | 15 | 56.30 |
| a22o_1 | 128 | 1121 |
| nor2_2 | 13 | 81.33 |
| clkbuf_2 | 21 | 105.1 |
| nor2b_1 | 5 | 31.28 |
| buf_6 | 18 | 202.7 |
| clkbuf_1 | 247 | 927.1 |
| and2_1 | 1026 | 6419 |
| edfxtp_1 | 1024 | 30750 |
| buf_2 | 53 | 265.3 |
No activity file was given, so power comes from the tool's default toggle rates.
